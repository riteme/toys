**flow/config.mk**
```make
export PLATFORM = sky130hd
export DESIGN_NAME = FrontendSelect
export DESIGN_NICKNAME = FrontendSelect
export VERILOG_FILES = /design/flow/design.v
export SDC_FILE = /design/flow/constraint.sdc
export NUM_CORES = 4
export LEC_CHECK = 1
export CORE_UTILIZATION = 40
```
**flow/constraint.sdc**
```tcl
current_design FrontendSelect

set clk_period 26.4
set clk_io_pct 0.2

create_clock -name clk0 -period $clk_period

set non_clock_inputs [all_inputs -no_clocks]
set_input_delay [expr $clk_period * $clk_io_pct] -clock clk0 $non_clock_inputs
set_output_delay [expr $clk_period * $clk_io_pct] -clock clk0 [all_outputs]
```
**flow/design.v**
```verilog
module FrontendSelect(
    input logic [31:0] cpc, data, bpc, bf,
    output logic req,
    output logic [1:0] result,
    output logic [31:0] pc, instr, pred_pc, pred_instr
);
    logic [21:0] B_instr;
    logic [3:0] B_type;
    logic [21:0] C_instr;
    logic [3:0] C_type;
    InstructionTraits _B_traits(
        .opcode(bf[31:26]), .funct(bf[5:0]),
        .instr_tb(B_instr), .type_tb(B_type)
    );
    InstructionTraits _C_traits(
        .opcode(data[31:26]), .funct(data[5:0]),
        .instr_tb(C_instr), .type_tb(C_type)
    );
    logic [14:0] B_fields, C_fields;
    assign B_fields = bf[25:11];
    assign C_fields = data[25:11];
    logic [30:0] B_rmask, B_wmask;
    logic [30:0] C_rmask, C_wmask;
    RWMask _B_mask(
        .instr_tb(B_instr), .type_tb(B_type),
        .fields(B_fields),
        .rmask(B_rmask), .wmask(B_wmask)
    );
    RWMask _C_mask(
        .instr_tb(C_instr), .type_tb(C_type),
        .fields(C_fields),
        .rmask(C_rmask), .wmask(C_wmask)
    );
    logic [63:0] emit, pred;
    logic [63:0] B, C;
    assign B = {bpc, bf};
    assign C = {cpc, data};
    assign {pc, instr} = emit;
    assign {pred_pc, pred_instr} = pred;
    logic no_deps;
    assign no_deps = ~|(
        (B_wmask & (C_rmask | C_wmask)) |
        (C_wmask & (B_rmask | B_wmask)));
    logic allow_swap;   
    assign allow_swap = C_instr[0] && !(B_instr[0] || B_instr[1]);
    logic jmp_after_lw;   
    assign jmp_after_lw = B_instr[0] && C_type[2];
    always_comb begin
        if (B_type[3]) begin
            emit = B;
            pred = B;
            result = 2'b10;
            req = 0;
        end else if (no_deps && C_type[3] && !jmp_after_lw) begin
            emit = C;
            pred = C;
            result = 2'b00;
            req = 0;
        end else if (bf == 0)  begin   
            emit = C;
            pred = C;
            result = 2'b00;
            req = 1;
        end else if (no_deps && allow_swap) begin
            emit = C;
            pred = C;
            result = 2'b00;
            req = 0;
        end else begin
            emit = B;
            pred = C;
            result = 2'b01;
            req = 0;
        end
    end
endmodule
module InstructionTraits(
    input logic [5:0] opcode, funct,
    output logic [21:0] instr_tb,
    output logic [3:0] type_tb
);
    logic is_rtype;
    assign is_rtype = opcode == 0;
    assign instr_tb[2] = is_rtype & funct == 6'b100000;
    assign instr_tb[3] = is_rtype & funct == 6'b100010;
    assign instr_tb[4] = is_rtype & funct == 6'b100100;
    assign instr_tb[5] = is_rtype & funct == 6'b100101;
    assign instr_tb[6] = is_rtype & funct == 6'b100110;
    assign instr_tb[7] = is_rtype & funct == 6'b100111;
    assign instr_tb[8] = is_rtype & funct == 6'b101010;
    assign instr_tb[17] = is_rtype & funct == 6'b001000;
    assign instr_tb[18] = is_rtype & funct == 6'b000000;
    assign instr_tb[19] = is_rtype & funct == 6'b000010;
    assign instr_tb[20] = is_rtype & funct == 6'b000011;
    logic is_irtype;
    assign is_irtype = instr_tb[9] | instr_tb[10] |
        instr_tb[11] | instr_tb[12] | instr_tb[13];
    assign instr_tb[1] = opcode == 6'b101011;
    assign instr_tb[0] = opcode == 6'b100011;
    assign instr_tb[9] = opcode == 6'b001000;
    assign instr_tb[10] = opcode == 6'b001100;
    assign instr_tb[11] = opcode == 6'b001101;
    assign instr_tb[12] = opcode == 6'b001110;
    assign instr_tb[13] = opcode == 6'b001010;
    assign instr_tb[15] = opcode == 6'b000100;
    assign instr_tb[16] = opcode == 6'b000101;
    logic is_jtype;
    assign is_jtype = instr_tb[14] | instr_tb[21];
    assign instr_tb[14] = opcode == 6'b000010;
    assign instr_tb[21] = opcode == 6'b000011;
    assign type_tb[0] = is_rtype;
    assign type_tb[1] = is_irtype;
    assign type_tb[2] = is_jtype;
    assign type_tb[3] = is_jtype |
        instr_tb[15] | instr_tb[16] | instr_tb[17];
endmodule
module RWMask(
    input logic [21:0] instr_tb,
    input logic [3:0] type_tb,
    input logic [14:0] fields,
    output logic [30:0] rmask, wmask
);
    logic [4:0] rs, rt, rd;
    assign rs = fields[14:10];
    assign rt = fields[9:5];
    assign rd = fields[4:0];
    logic [30:0] rs_mask, rt_mask, rd_mask, ra_mask;
    assign rs_mask = (1 << rs) >> 1;
    assign rt_mask = (1 << rt) >> 1;
    assign rd_mask = (1 << rd) >> 1;
    assign ra_mask = 1 << 30;
    logic read_rs, read_rt, write_rt, write_rd, write_ra;
    assign read_rs = type_tb[0] | type_tb[1] |
        instr_tb[1] | instr_tb[0] |
        instr_tb[15] | instr_tb[16];
    assign read_rt = type_tb[0] | instr_tb[1] |
        instr_tb[15] | instr_tb[16];
    assign write_rt = instr_tb[0] | type_tb[1];
    assign write_rd = type_tb[0];
    assign write_ra = instr_tb[21];
    assign rmask = (read_rs ? rs_mask : 0) | (read_rt ? rt_mask : 0);
    assign wmask = (write_rt ? rt_mask : 0) | (write_rd ? rd_mask : 0) | (write_ra ? ra_mask : 0);
    logic _unused_ok = &{1'b0, instr_tb, type_tb, 1'b0};
endmodule
```
**flow/run.sh**
```bash
#!/bin/bash
# OpenROAD 26Q1-2900-gdf79404cd8, Yosys 0.63+post, stock flow scripts
make -C /OpenROAD-flow-scripts/flow DESIGN_CONFIG=/design/flow/config.mk WORK_HOME=/design/flow/orfs finish
```
==> qor.csv <==
stage,metric,value,unit
status,status,completed,
setup_path,cp-startpoint,bf[30],
routing,wl_per_cell,25.6,um
yosys,yosysChipArea,0.00518,mm^2
routing,final_antenna_net_count,0,
layout,lay_top_count,clkdlybuf4s50_1,
grt,track_usage,0.454,
final_timing,setup_viol,0,
layout,seq_cell_count,0,
power_and_ir_drop,p_total,112,uW
grt,grt_overflow_total,0,
placed_design,hpwl,23.8,mm
yosys,synth.distinct_cells,69,
final_timing,fin_crit,16.17,ns
yosys,ys_warn_count,2,
setup_path,crit_path_end_kind,output port,
power_and_ir_drop,comb_power_share,1.000,
yosys,synthesis.instances,842,
floorplan,core_area,0.0126,mm^2
floorplan,rows,41,
floorplan,die_h,116,um
layout,seq_area,0,um^2
yosys,synth_stat.cells,842,
final_timing,setup_tns,0,ns
placed_design,gp_congestion,1.10,
final_timing,rsz0062_at_grt,no,
placed_design,numPortBuffers,259,
routing,wirelength,31.1,mm
final_timing,period_used_share,0.613,
power_and_ir_drop,p_leak,0.00306,uW
clock_tree,hold_buffers,0,
clock_tree,postCtsSetupRepairBufs,0,
yosys,syn_avg_cell_area,6.16,um^2
layout,comb_area,0.00479,mm^2
setup_path,worstPathArrival,10.89,ns
power_and_ir_drop,pwr-share-seq,0,
setup_path,worst-path-max-fanout,43,
grt,antenna_found_initial,2,
setup_path,crit_path_start_kind,primary input,
routing,via_per_inst,6.58,
layout,area_growth,50.4,%
power_and_ir_drop,switchingPower,51.6,uW
final_timing,fmax,61.8,MHz
final_timing,worst_slew_margin_rel,0.326,
hold_path,hold_path.startpoint,data[9],
routing,drt_iter0_drc,1112,
setup_path,worstPathRequired,21.12,ns
flow_run,maxCapViolations,0,
final_timing,hold_viol_final,0,
clock_tree,cts_resized,0,
setup_path,critPathKind,in -> out,
routing,dr.pass1.iters,6,
floorplan,die_x,116,um
yosys,netlist_area,0.00518,mm^2
yosys,ys_seq_frac,0,
grt,grt_first_pass_wirelength,45.2,mm
layout,fillCellCount,1114,
power_and_ir_drop,irDropWorstVdd,0.00000959,V
grt,grt_max_degree,66,
power_and_ir_drop,swShare,0.461,
final_timing,maxSlewViolCount,0,
routing,vias,7995,
power_and_ir_drop,power.density,14.4,mW/mm^2
grt,grt_pass1_vias,7241,
flow_run,warnings,33,
floorplan,fp_util,0.411,
power_and_ir_drop,p_int,60.4,uW
floorplan,ios,259,
final_timing,worst_pin_slew,1.01,ns
power_and_ir_drop,p_clk_frac,0,
routing,drcViolationCount,0,
layout,clockBufferCount,0,
hold_path,hold_class,in -> out,
layout,lay_top_cells,"clkdlybuf4s50_1 (259), nand2_1 (230), nor2_1 (63)",
floorplan,dieArea,0.0134,mm^2
layout,drive_above_1_share,0.0970,
-- final cells by class --
| class | count | area share |
|---|---|---|
| multi-input combinational | 751 | 0.614 |
| timing repair buffer | 280 | 0.353 |
| inverter | 10 | 0.00481 |
| antenna | 2 | 0.000642 |
| tap | 172 | 0.0276 |
-- metrics by stage --
| step | std cells | utilization | setup WS, ns | cell area (um^2) | hold WS, ns |
|---|---|---|---|---|---|
| detailed placement | 1213 | 0.617 | 10.46 | 7790 | 11.47 |
| finish | 1215 | 0.618 | 10.23 | 7800 | 11.47 |
| global route | 1214 | 0.618 | 10.07 | 7790 | 11.52 |
| CTS | 1213 | 0.617 | 10.46 | 7790 | 11.47 |
| global placement | 1213 | 0.617 | 10.48 | 7790 | 11.46 |
| floorplan | 842 | - | 13.10 | 5180 | 10.61 |
-- synth_stat cells, types with 13 or more instances --
library cell	n	area, um^2
a211oi_1	16	120
a21oi_1	46	230
a22o_1	13	114
a22oi_1	31	233
clkbuf_1	56	210
mux2_4	56	841
nand2_1	230	863
nand3_1	18	90.1
nor2_1	63	236
nor2b_1	15	93.8
nor3_1	22	110
nor3b_1	17	128
o21ai_0	22	110
o22ai_1	20	125
-- metal layers --
metal	vias up	track usage	wire length [um]
li1	3515	-	-
met1	3626	0.585	11700
met2	679	0.673	13000
met3	175	0.141	4180
met4	0	0.244	2170
met5	-	0.0259	0
-- path summary, 6_finish.rpt --
kind | to | depth (start not counted) | slack, ns
worst max-delay path | pc[17] | 13 | 10.23
worst min-delay path | pred_instr[9] | 4 | 11.47
-- critical path, stage by stage --
cell and delay (ns):
clkdlybuf4s50_1 0.76, nor4_2 0.79, nand4b_1 0.60, nor2_1 0.35, o311ai_0 0.18, a2bb2oi_1 0.37
nor4_1 0.15, and4b_1 0.30, a31oi_4 0.20, buf_4 0.36, buf_4 0.67, mux2_4 0.36
clkdlybuf4s50_1 0.46
-- power by group through the flow --
stage / sequential (uW) / clock [uW] / combinational (uW)
6_report: 0 / 0.00000507 / 112
5_1_grt: 0 / 0.00000507 / 118
4_1_cts: 0 / 0 / 109
-- kinds of logic after synthesis --
family / synth area share
AND-OR/OR-AND: 0.316
buffers and inverters: 0.0780
AND/OR/NAND/NOR: 0.433
multiplexers: 0.171
XOR/XNOR: 0.00169
Power is estimated from default activity; no workload was simulated.
