## run.sh

```bash
#!/bin/bash
# OpenROAD 26Q1-2900-gdf79404cd8, Yosys 0.63+post, stock flow scripts
make -C /OpenROAD-flow-scripts/flow DESIGN_CONFIG=/design/flow/config.mk WORK_HOME=/design/flow/orfs finish
```

## config.mk

```make
export PLATFORM = sky130hd
export DESIGN_NAME = dmem
export DESIGN_NICKNAME = dmem
export VERILOG_FILES = /design/flow/design.v
export SDC_FILE = /design/flow/constraint.sdc
export NUM_CORES = 4
export LEC_CHECK = 1
export CORE_UTILIZATION = 50
```

## constraint.sdc

```tcl
current_design dmem

set clk_period 63.8
set clk_io_pct 0.2

create_clock -name clk0 -period $clk_period [get_ports {clk}]

set non_clock_inputs [all_inputs -no_clocks]
set_input_delay [expr $clk_period * $clk_io_pct] -clock clk0 $non_clock_inputs
set_output_delay [expr $clk_period * $clk_io_pct] -clock clk0 [all_outputs]
```

## design.v

```verilog
`timescale 1ps / 1ps
module dmem #(
    parameter RAMSIZE=128
) (
        input logic clk, we,
        input logic [31:0] a, wd,
        output logic [31:0] rd
    );
    logic [31:0] RAM[RAMSIZE];
    assign rd = RAM[a[31:2]];
    always_ff @(posedge clk)
    if (we)
        RAM[a[31:2]] <= wd;
endmodule
```

==> deck_impl_summary.md <==
Physical Implementation Snapshot

Power
  • Clock Power Share: 0.411
  • Final Power: 5.66 mW
  • Flop pwr share: 0.525
  • Leakage power: 54.9 nW
  • Sw Share: 0.228
  • Power share of the combinational group: 0.064
  • Power Density: 31.8 nW/um^2
  • Net Switching: 1.29 mW
  • Int Pwr: 4.37 mW
  • VDD IR max: 0.0000254 V

Synth
  • Syn Area/Cell: 17.6 sq um
  • Synthesized cell area: 157,000 sq um
  • Syn Inst Count: 8,922
  • YS warnings: 1
  • Async set-reset flop share out of synthesis: 0
  • Seq share, synth: 0.785
  • Ys cells: 8,922
  • Dominant flop cell: edfxtp_1
  • Post-synthesis chip area from yosys: 157,000 sq um
  • Post-synth cell types: 75
  • Seq cells post-synth: 4,096
  • EDFF count, synth: 4,096

Hold path
  • Hold Path End: RAM[116][23]
  • Hold depth: 1
  • Hold crit path type: input pin to register
  • Worst hold start: wd[23]

Die
  • Core Box Area: 312,000 sq um
  • Chip area: 315,000 sq um
  • Die height: 562 microns
  • Io pins: 98
  • Cell Rows: 205
  • Die width: 562 microns
  • Pre-Place Util: 0.503

Clocking
  • TritonCTS clock tree: done
  • Postcts setup bufs: 0
  • Clock sink count: 4,096
  • Clock buffer count from CTS: 409
  • CTS H-tree depth: 5
  • CTS hold repair buffers: 0
  • Root Buffer: clkbuf_16
  • Maximum clock insertion buffer count: 4
  • Clock slew at reported path FFs: 60 ps
  • Resized cells post-CTS: 0

STA
  • Slew Limit Fails: 0
  • Fin crit period: 31,880 ps
  • Worst hold slack: 12,100 ps
  • Finish-stage setup viols: 0
  • Final Cycle Share: 0.500
  • Final hold violation count: 0
  • Fmax: 0.0314 GHz
  • Slew @ Worst Pin: 1170 ps
  • Setup TNS Final: 0 ps
  • Unrepaired setup endpoints after global routing: no
  • Worst slew margin: 0.217

Worst setup path
  • Crit path DAT: 19,120 ps
  • Most used cell, CP: buf_4
  • CP peak stage delay: 730 ps
  • Critical-path cell list: buf_8, buf_4, buf_4, and2_4, buf_4, buf_4, a221oi_1, o22ai_1, a22oi_1, nand4_1, or4_1, clkdlybuf4s50_1
  • Crit Path Category: input pin to output port
  • Slowest-stage cell, CP: nand4_1
  • Worst-path maximum fanout: 60
  • Startpoint types: input pin
  • Setup crit end kind: output port
  • Crit path required time: 51,040 ps
  • Critical path startpoint: a[4]

Placed design
  • GPL Wtd Cong: 0.979
  • HPWL Detailed: 321,000 microns
  • Placed standard-cell area: 165,000 sq um
  • # port buffers: 72

Route
  • Vias/cell: 6.76
  • Via count: 93,500
  • Drt first pass iters: 8
  • Drc violations: 0
  • DR WL/cell: 39.6 microns
  • Routed WL: 547,000 microns
  • DR iter-0 viols: 7,340
  • Routed Antenna Nets: 0

GRT
  • Largest net degree at the start of global routing: 81
  • Initial antenna violation count: 65
  • First-pass GRT wire length: 753,000 microns
  • Tot GR Track Use: 0.392
  • Vias in the first global route: 97,400
  • Grt total ovfl: 0

Layout
  • Share of layout cells above drive strength 1: 0.176
  • Utilization after layout: 0.571
  • Fill count: 22,600
  • Area growth from synthesis to layout: 13.6%
  • Final Cell Area: 178,000 sq um
  • Number of flip-flops under the largest register name: 4,096

Run status
  • Status: complete, no violations

Job
  • Max-Cap Viols: 0
  • Tool warnings: 52
power groups by stage:
| stage | logic [mW] | clock network (mW) | registers, mW |
|---|---|---|---|
| finish | 0.361 | 2.33 | 2.97 |
| global route | 0.372 | 2.45 | 2.97 |
| CTS | 0.348 | 2.34 | 2.97 |
cell usage in the layout (no fill, tap or decap), types with 47 or more instances in the layout:
master,n
edfxtp_1,4096
a221oi_1,847
buf_4,557
a22oi_1,467
a21oi_1,425
clkbuf_16,412
o21ai_0,322
mux2_2,277
nand2_1,231
o22ai_1,170
nor2_1,161
diode_2,153
nor2_4,128
mux2i_1,127
clkinv_1,107
nor2b_1,101
clkinv_2,82
clkbuf_1,77
mux4_2,70
a221o_1,64
o221ai_1,47
cell usage after synthesis (21+ instances only):
cell type | instances | area share
edfxtp_1 | 4096 | 0.79
a221oi_1 | 847 | 0.047
a22oi_1 | 468 | 0.022
a21oi_1 | 425 | 0.014
clkbuf_1 | 324 | 0.0078
o21ai_0 | 324 | 0.010
nor2_1 | 290 | 0.0070
mux2_2 | 277 | 0.020
nand2_1 | 241 | 0.0058
buf_2 | 239 | 0.0076
o22ai_1 | 170 | 0.0068
buf_1 | 135 | 0.0032
mux2i_1 | 127 | 0.0081
nor2b_1 | 108 | 0.0043
mux4_2 | 70 | 0.010
a221o_1 | 64 | 0.0041
o221ai_1 | 49 | 0.0027
a222oi_1 | 44 | 0.0028
a211oi_1 | 43 | 0.0021
a22o_1 | 43 | 0.0024
nor3_1 | 43 | 0.0014
nand3b_1 | 31 | 0.0015
o22a_1 | 31 | 0.0017
nand3_1 | 27 | 0.00086
buf_4 | 26 | 0.0012
o2bb2ai_1 | 25 | 0.0014
nand2b_1 | 22 | 0.00088
a31oi_1 | 21 | 0.00084
cell families after synthesis:
| group | after synthesis | share of synthesized area |
|---|---|---|
| DFF | 4096 | 0.785 |
| AOI/OAI and AO/OA | 2731 | 0.129 |
| and+or+nand+nor | 885 | 0.0274 |
| buffers and inverters | 734 | 0.0203 |
| muxes | 476 | 0.0382 |
routing by layer:
layer / vias to the layer above / routed length [microns] / GRT usage
met1: 45800 / 153000 / 0.427
li1: 38200 / - / -
met4: 100 / 34900 / 0.189
met5: - / 3720 / 0.128
met2: 7965 / 235000 / 0.507
met3: 1396 / 121000 / 0.364
worst max path at each step:
stage | to | slack (ps) | cells after the start
CTS | rd[31] | 32370 | 12
global route | rd[0] | 31990 | 12
finish | rd[0] | 31920 | 12
worst max-delay path, delay by kind of cell:
kind	cells	cell delay [ps]
buf+inv	6	3290
simple gates	3	1740
compound gates	3	1030
through the flow:
step	instances	setup slack [ps]
2_1_floorplan	8922	36200
3_3_place_gp	12900	32400
3_5_place_dp	12900	32410
4_1_cts	13700	32370
5_1_grt	13800	31990
6_report	13800	31920
layout make-up:
type                            instances  area [sq um]  share of cell area
Antenna cell                          153           383             0.00215
Tap cell                             4140          5180              0.0291
Multi-Input combinational cell       4092         31600               0.178
Timing Repair Buffer                  602          4700              0.0264
Sequential cell                      4096        123000               0.692
Clock inverter                        251          2330              0.0131
Inverter                                7          50.0            0.000281
Clock buffer                          489         10600              0.0596
Power figures rest on the tool's default switching activity, not on a simulated workload.
